File: /design/flow/constraint.sdc
current_design baud

set clk_period 1.8
set clk_io_pct 0.2

create_clock -name clk0 -period $clk_period [get_ports {clock}]

set non_clock_inputs [all_inputs -no_clocks]
set_input_delay [expr $clk_period * $clk_io_pct] -clock clk0 $non_clock_inputs
set_output_delay [expr $clk_period * $clk_io_pct] -clock clk0 [all_outputs]
File: /design/flow/config.mk
export PLATFORM = sky130hd
export DESIGN_NAME = baud
export DESIGN_NICKNAME = baud
export VERILOG_FILES = /design/flow/design.v
export SDC_FILE = /design/flow/constraint.sdc
export NUM_CORES = 4
export LEC_CHECK = 1
export CORE_AREA = 10 10 77 77
export DIE_AREA = 0 0 87 87
File: /design/flow/design.v
module baud(input wire clock,
		     output wire rxclk_en,
		     output wire txclk_en);
parameter RX_ACC_MAX = 100000000 / (115200 * 16);
parameter TX_ACC_MAX = 100000000 / 115200;
parameter RX_ACC_WIDTH = $clog2(RX_ACC_MAX);
parameter TX_ACC_WIDTH = $clog2(TX_ACC_MAX);
reg [RX_ACC_WIDTH - 1:0] rx_acc = 0;
reg [TX_ACC_WIDTH - 1:0] tx_acc = 0;
assign rxclk_en = (rx_acc == 0);
assign txclk_en = (tx_acc == 0);
always @(posedge clock) begin
	if (rx_acc == RX_ACC_MAX[RX_ACC_WIDTH - 1:0])
		rx_acc <= 0;
	else
		rx_acc <= rx_acc + 1;
end
always @(posedge clock) begin
	if (tx_acc == TX_ACC_MAX[TX_ACC_WIDTH - 1:0])
		tx_acc <= 0;
	else
		tx_acc <= tx_acc + 1;
end
endmodule
File: /design/flow/run.sh
#!/bin/bash
# OpenROAD 26Q1-2900-gdf79404cd8, Yosys 0.63+post, stock flow scripts
make -C /OpenROAD-flow-scripts/flow DESIGN_CONFIG=/design/flow/config.mk WORK_HOME=/design/flow/orfs finish
==> flow_results.xml <==
<?xml version="1.0" encoding="UTF-8"?>
<metrics>
  <group name="status">
    <metric name="outcome" unit="">finished, final reports clean</metric>
  </group>
  <group name="synthesis">
    <metric name="syn_inst" unit="">86</metric>
    <metric name="largest_area_cell" unit="">sky130_fd_sc_hd__dfxtp_1</metric>
    <metric name="synthDominantCellAreaShare" unit="%">40.7</metric>
    <metric name="synth_flop_count" unit="">16</metric>
    <metric name="synth_sequential_area_ratio" unit="%">40.7</metric>
    <metric name="post_synth_num_cell_types" unit="">26</metric>
    <metric name="ys.warnings.count" unit="">1</metric>
    <metric name="ys_cells" unit="">86</metric>
    <metric name="synth.yosys.chip_area" unit="sq um">787</metric>
    <metric name="synthesis.area_per_instance" unit="sq um">9.15</metric>
    <metric name="topCellsByArea" unit="">sky130_fd_sc_hd__dfxtp_1 41%, sky130_fd_sc_hd__ha_1 7.9%, sky130_fd_sc_hd__nand3_1 4.5%</metric>
    <metric name="yosys_most_used_dff" unit="">sky130_fd_sc_hd__dfxtp_1</metric>
    <metric name="postSynth.asyncResetShare" unit="%">0</metric>
    <metric name="edff_count_synth" unit="">0</metric>
    <metric name="post_synth_instance_area" unit="sq um">787</metric>
  </group>
  <group name="setup_path">
    <metric name="end_kind" unit="">output port</metric>
    <metric name="crit_required" unit="ns">1.44</metric>
    <metric name="worstPathMaxFanout" unit="">2</metric>
    <metric name="worst_setup_path_start_kind" unit="">flop</metric>
    <metric name="arrival_time_at_the_worst_endpoint" unit="ns">1.41</metric>
    <metric name="criticalPathCategory" unit="">flop to output port</metric>
  </group>
  <group name="finish">
    <metric name="fin_cells" unit="">154</metric>
    <metric name="comb_area" unit="sq um">449</metric>
    <metric name="postLayoutCellArea" unit="sq um">1020</metric>
    <metric name="post_route_cells_drive_above_1_share" unit="%">27.5</metric>
    <metric name="sequential_standard_cell_area" unit="sq um">328</metric>
    <metric name="area_growth" unit="%">30.0</metric>
    <metric name="layout.filler_cells" unit="">462</metric>
  </group>
  <group name="final_timing">
    <metric name="skew" unit="ns">0.00110</metric>
    <metric name="rsz_0062_raised_after_global_routing" unit="">yes</metric>
    <metric name="finalWorstPathRequiredPeriod" unit="ns">1.77</metric>
    <metric name="timing.final.ws_setup" unit="ns">0.0342</metric>
    <metric name="timing.fmax" unit="MHz">566</metric>
    <metric name="slew_of_the_pin_with_the_lowest_slew_margin" unit="ns">0.413</metric>
    <metric name="finalSetupViolCount" unit="">0</metric>
    <metric name="fin_hold_ws" unit="ns">0.469</metric>
    <metric name="maxSlewViolCount" unit="">0</metric>
    <metric name="timing.slew.headroom" unit="%">72.4</metric>
    <metric name="hold_viol" unit="">0</metric>
    <metric name="finalClockPeriodUsage" unit="%">98.1</metric>
  </group>
  <group name="job">
    <metric name="max_cap_viol_count" unit="">0</metric>
    <metric name="log.warning_count" unit="">29</metric>
  </group>
  <group name="place">
    <metric name="globalplace.congestion" unit="">0.790</metric>
    <metric name="place.detailed.instances" unit="">149</metric>
    <metric name="place_ws" unit="ns">-0.161</metric>
    <metric name="place_hpwl" unit="microns">999</metric>
    <metric name="io_buffers" unit="">2</metric>
    <metric name="placement.cell_area" unit="sq um">942</metric>
  </group>
  <group name="power">
    <metric name="vdd_drop_max" unit="mV">0.190</metric>
    <metric name="intPower" unit="mW">0.546</metric>
    <metric name="post_layout_power" unit="mW">0.667</metric>
    <metric name="power.net_switching" unit="mW">0.121</metric>
    <metric name="pwr_density_cell" unit="nW/um^2">652</metric>
    <metric name="share_comb_of_total_power" unit="%">0</metric>
    <metric name="power.share.sequential" unit="%">52.9</metric>
    <metric name="sw_frac_of_total" unit="%">18.1</metric>
    <metric name="power_leakage" unit="nW">0.393</metric>
    <metric name="clkPwrFrac" unit="%">47.1</metric>
  </group>
  <group name="grt">
    <metric name="global_route.overflow_total" unit="">0</metric>
    <metric name="first_global_vias" unit="">647</metric>
    <metric name="gr-usage-all-layers" unit="%">4.20</metric>
    <metric name="grt_start_max_net_pins" unit="">10</metric>
    <metric name="grt_antenna_before_repair" unit="">0</metric>
    <metric name="grt_pass1_wl" unit="microns">2770</metric>
  </group>
  <group name="drt">
    <metric name="postRouteWirelength" unit="microns">1390</metric>
    <metric name="post_route_m1_wl" unit="microns">708</metric>
    <metric name="detail_route_met2_wl" unit="microns">628</metric>
    <metric name="routedWlPerCell" unit="microns">9.00</metric>
    <metric name="route.met3.wl" unit="microns">17</metric>
    <metric name="dr_total_vias" unit="">611</metric>
    <metric name="drtAntennaViolNets" unit="">0</metric>
    <metric name="drtIter0Drc" unit="">39</metric>
    <metric name="drc" unit="">0</metric>
    <metric name="drt-pass1-iter-count" unit="">4</metric>
    <metric name="vias_per_cell" unit="">3.97</metric>
    <metric name="detail_route.antenna_diodes" unit="">0</metric>
    <metric name="maxUsedRoutingLayer" unit="">met4</metric>
  </group>
  <group name="die">
    <metric name="die_height" unit="microns">87</metric>
    <metric name="rows" unit="">24</metric>
    <metric name="die_x" unit="microns">87</metric>
    <metric name="top_ports" unit="">3</metric>
    <metric name="design.die.area" unit="sq um">7570</metric>
    <metric name="core_area" unit="sq um">4350</metric>
    <metric name="floorplan.initialDensity" unit="%">18.1</metric>
  </group>
  <group name="clocking">
    <metric name="clock.latency.late_pin" unit="ns">0.24</metric>
    <metric name="cts.sink_count" unit="">16</metric>
    <metric name="cts-htree-levels" unit="">1</metric>
    <metric name="cts_made_buffers" unit="">3</metric>
    <metric name="clkSlewWorstSetupHoldPaths" unit="ns">0.06</metric>
    <metric name="cts_root_buffer" unit="">sky130_fd_sc_hd__clkbuf_8</metric>
    <metric name="cts_stage_hold_buffer_count" unit="">0</metric>
    <metric name="clockBufferDepth" unit="">2</metric>
    <metric name="cts_tree" unit="">built</metric>
  </group>
  <group name="hold_path">
    <metric name="worst_hold_path_type" unit="">flop to flop</metric>
  </group>
</metrics>
cells in the mapped netlist, drive strengths merged, types with 3 or more instances:
cell and count:
dfxtp 16, inv 8, nand3 8, nor2 8, nand2 7, ha 5, xnor2 4, nor3 3
or4 3, xor2 3
timing repair:
item	4_1_cts	5_1_grt
gates resized	9	5
buffers inserted	1	0
cloned	0	0
endpoints found under the hold margin	0	0
pin swaps	3	1
endpoints found under the setup margin	2	1
critical path, stage by stage (launching register included):
cell,delay (ns)
sky130_fd_sc_hd__dfxtp_2,0.32
sky130_fd_sc_hd__inv_2,0.06
sky130_fd_sc_hd__ha_4,0.12
sky130_fd_sc_hd__or4b_4,0.46
sky130_fd_sc_hd__nor3_2,0.10
sky130_fd_sc_hd__buf_2,0.11
sequential cells by signal, summed over array words and instances, names as in the netlist:
name,flops
rx_acc,6
tx_acc,10
cell type report:
type	instances	share of cell area, %
inverter	8	2.93
multi-input combinational	61	43.9
clock buffer	4	5.38
sequential	16	32.0
tap	52	6.36
timing repair buffer	13	9.41
logic make-up after synthesis:
kind of cell             synth area share (%)
buffers and inverters                    4.45
AND/OR/NAND/NOR                          31.0
flip-flops                               40.7
AND-OR/OR-AND                            8.11
adder cells (fa/ha/maj)                  7.95
XOR/XNOR                                 7.79
power by group through the flow:
stage     Combinational [mW]  Sequential [mW]  Clock, mW
6_report         0.000000233            0.352      0.314
5_1_grt          0.000000233            0.352      0.339
4_1_cts          0.000000236            0.352      0.328
stage by stage:
| step | utilization (%) | TNS, ns |
|---|---|---|
| final | 23.5 | 0 |
| after global routing | 23.5 | -0.0265 |
| after CTS | 23.2 | 0 |
| after detailed placement | 21.6 | -0.161 |
| after global placement | 21.6 | -0.139 |
| after floorplan | - | 0 |
final timing paths:
check / startpoint / endpoint / slack, ns / cells past startpoint
max: tx_acc[1]$_SDFF_PN0_ / txclk_en / 0.03 / 5
min: rx_acc[0]$_SDFF_PN0_ / rx_acc[0]$_SDFF_PN0_ / 0.47 / 1
max reg2reg: tx_acc[1]$_SDFF_PN0_ / tx_acc[2]$_SDFF_PN0_ / 0.18 / 6
min reg2reg: rx_acc[0]$_SDFF_PN0_ / rx_acc[0]$_SDFF_PN0_ / 0.47 / 1
routing by layer:
metal  vias to the layer above  GRT usage, %
met5                         -             0
met4                         0          1.03
met3                         2         0.472
met2                         3          7.00
met1                       278          5.66
li1                        328             -
layout by cell type, fill, tap and decap left out, types with 3 or more instances in the layout:
cell and instances:
sky130_fd_sc_hd__nor2_1 8, sky130_fd_sc_hd__dfxtp_2 3, sky130_fd_sc_hd__clkbuf_8 4, sky130_fd_sc_hd__ha_1 4, sky130_fd_sc_hd__buf_4 11, sky130_fd_sc_hd__nand3_1 7
sky130_fd_sc_hd__dfxtp_1 12, sky130_fd_sc_hd__xor2_1 3, sky130_fd_sc_hd__or4_1 3, sky130_fd_sc_hd__inv_1 6, sky130_fd_sc_hd__nand2_1 7, sky130_fd_sc_hd__xnor2_1 4
Power figures rest on the tool's default switching activity, not on a simulated workload.
