==> ./design.v <==
module transmitter(input wire [7:0] din,
		   input wire wr_en,
		   input wire clock,
		   input wire clken,
		   output reg tx,
		   output wire tx_busy);
initial begin
	 tx = 1'b1;
end
parameter STATE_IDLE	= 0;
parameter STATE_START	= 1;
parameter STATE_DATA	= 2;
parameter STATE_STOP	= 3;
reg [7:0] data = 8'h00;
reg [2:0] bitpos = 3'h0;
reg [1:0] state = STATE_IDLE;
always @(posedge clock) begin
	case (state)
	STATE_IDLE: begin
		if (wr_en) begin
			state <= STATE_START;
			data <= din;
			bitpos <= 3'h0;
		end
	end
	STATE_START: begin
		if (clken) begin
			tx <= 1'b0;
			state <= STATE_DATA;
		end
	end
	STATE_DATA: begin
		if (clken) begin
			if (bitpos == 3'h7)
				state <= STATE_STOP;
			else
				bitpos <= bitpos + 3'h1;
			tx <= data[bitpos];
		end
	end
	STATE_STOP: begin
		if (clken) begin
			tx <= 1'b1;
			state <= STATE_IDLE;
		end
	end
	default: begin
		tx <= 1'b1;
		state <= STATE_IDLE;
	end
	endcase
end
assign tx_busy = (state != STATE_IDLE);
endmodule
==> ./run.sh <==
#!/bin/bash
# OpenROAD 26Q1-2900-gdf79404cd8, Yosys 0.63+post, stock flow scripts
make -C /OpenROAD-flow-scripts/flow DESIGN_CONFIG=/design/flow/config.mk WORK_HOME=/design/flow/orfs finish
==> ./config.mk <==
export PLATFORM = sky130hd
export DESIGN_NAME = transmitter
export DESIGN_NICKNAME = transmitter
export VERILOG_FILES = /design/flow/design.v
export SDC_FILE = /design/flow/constraint.sdc
export NUM_CORES = 4
export LEC_CHECK = 1
export CORE_AREA = 10 10 70 70
export DIE_AREA = 0 0 80 80
==> ./constraint.sdc <==
current_design transmitter

set clk_period 2.8
set clk_io_pct 0.2

create_clock -name clk0 -period $clk_period [get_ports {clock}]

set non_clock_inputs [all_inputs -no_clocks]
set_input_delay [expr $clk_period * $clk_io_pct] -clock clk0 $non_clock_inputs
set_output_delay [expr $clk_period * $clk_io_pct] -clock clk0 [all_outputs]
==> summary.txt <==
Results of the implementation run.

The global-route wire length before repair is ~2.0 mm. The transition time at the pin with the least slew margin came out at 0.394 ns. The mean number of vias per cell is 3.84. The clock tree root driver cell is sky130_fd_sc_hd__clkbuf_4. The post-cts repair resize count is 0.

In the post-synthesis netlist, the cell with the most instances is sky130_fd_sc_hd__edfxtp_1. Traced cell by cell, the critical path runs through inv_1 > ha_1 > inv_1 > clkdlybuf4s50_1. The nature of the critical path endpoint is an output port. The clock tree skew after final layout is 0.00133 ns.

The vertical die dimension reported for this design is 80 um. The critical path data required time came out at 2.24 ns. The synthesized design spends more area on one cell type than any other, namely sky130_fd_sc_hd__edfxtp_1. The final-report max-slew violation count came out at 0. The starting DRC count in detailed routing is 16.

The relative slew slack is 73.8%. The maximum net fanout on the critical path is 5. Counting the warning lines in the Yosys log gives 1.

The post-cts hold-fix buffer tally came out at 0. The all-layer global routing usage is a little under 4%. The number of CTS-inserted buffers is 3.

The number of clock sinks seen by CTS is 14. According to the floorplan log, the row count is 21. According to the I/O placement log, the pin count is 13. In the synthesized netlist, the cells that appear most often are sky130_fd_sc_hd__edfxtp_1 (14), sky130_fd_sc_hd__ha_1 (7), sky130_fd_sc_hd__inv_1 (4).

Setup repair after global routing left no endpoint under its margin. The post-synthesis instance total is 45. Of the cells placed in the final design, the portion with a size suffix greater than 1 is 8.20%. The static leakage power is 0.323 nW. Post-synthesis, Yosys gives the total cell area as between 600 and 700 sq um. Once detail routing completed, the nets flagged for antenna violations numbered 0.

The number of failing setup endpoints in the final timing report is 0. The die covers 6400 sq um. The synthesis report lists the most area-consuming cells as sky130_fd_sc_hd__edfxtp_1 (63%), sky130_fd_sc_hd__ha_1 (13%), sky130_fd_sc_hd__mux4_2 (3.4%), sky130_fd_sc_hd__mux2i_1 (3.0%), sky130_fd_sc_hd__and2_1 (2.8%). The count of antenna diodes in the layout came out at 0. The post-detailed-placement cell area came out at approximately 840 sq um.

The number of H-tree levels came out at 1. The arrival time at the worst endpoint is 1.59 ns. In the final report, the number of hold violations comes to 0.

The count of buffer and inverter cells on the critical path came out at 3. The max-cap check violation count is 0. The share of async-settable or async-resettable flops after synthesis came out at 0%. The count of buffers inserted at the top-level ports is 12.

The netlist area before placement is 667 sq um. The maximum clock rate is roughly 470 MHz. The number of global-route vias before repair came out at approximately 420. The tightest min-delay check is of the reg2reg type. Per Yosys stat, the portion of area used by sequential elements is 63.0%. The delay of the slowest cell on the worst path is 0.49 ns. The placed wire-length estimate is 975 um. The post-synthesis to final-layout area growth is 30.6%. The clock input transition at the sequential cells of the worst setup and hold paths is 0.08 ns. The share of the core area taken by cells at floorplan is around 20%. The final routed wirelength across all metal layers came out at 1.19 mm. After floorplanning, the core was sized to cover 3420 sq um. The critical path is of the reg2out type. The final route contains 411 vias. The highest supply drop recorded on VDD is 0.242 mV. The number of library cell types mapped by synthesis came out at 17. Grouping stages by cell kind, the critical path spends the most delay in buffers and inverters. The run finished with clean final reports.

The final weighted congestion in routability-driven placement is 0.869. Per the detail_route report, routed wire per instance is 11.1 um. The number of cells reported by Yosys stat comes to 45. The pre-antenna-repair detailed-routing pass consisted of 4 iterations. For reference, the post-synthesis area per instance comes to roughly 15 sq um. The number of antenna violations at the first check in global routing is 0. The maximum count of clock buffers along a single path came out at 2.

The worst setup path is launched from a flip-flop. The setup TNS is 0 ns. The filler cells instantiated in the layout total 385. The minimum period implied by the final worst setup slack is 2.15 ns. The overall overflow remaining after global route is 0. TritonCTS built the clock tree. The final timing summary puts the cycle share of the worst path at between 70% and 80%. The area share of the leading cell type in the synthesized netlist came out at 63.0%. The pin count of the biggest net entering global routing is 9. Per the detail_route report, DRC violations left total 0.

The die width came out at approximately 80 um. The latest clock arrival within the worst-skew pair is between 0.2 and 0.3 ns. The post-synthesis register bit count is 14. The final cell area excluding filler cells is 871 sq um.

The number of logged tool warnings came out at 29. Looking at the critical path, the single cell with the biggest stage delay is sky130_fd_sc_hd__clkdlybuf4s50_1. The power per cell area is approximately 900 nW/um^2. The number of post-CTS setup repair buffers is 0. Per the synth stats, the flop cell with the highest instance count is sky130_fd_sc_hd__edfxtp_1. The count of flip-flops with a built-in enable after synthesis is 14. The most frequent cell on the critical path is sky130_fd_sc_hd__inv_1.
kinds of logic after synthesis:
group                    Yosys count  synth area share (%)
AND/OR/NAND/NOR                   12                  9.57
adder cells (fa/ha/maj)            7                  13.1
flip-flops                        14                  63.0
buffers and inverters              4                  2.25
multiplexers                       3                  6.38
AND-OR/OR-AND                      5                  5.63
metrics by stage:
stage | hold slack, ns | utilization (%) | std cells | total power [mW] | setup slack, ns
finish | 0.716 | 25.5 | 107 | 0.807 | 0.651
global route | 0.758 | 25.5 | 107 | 0.880 | 0.577
CTS | 0.725 | 25.5 | 107 | 0.817 | 0.645
detailed placement | 0.720 | 24.7 | 103 | 0.703 | 0.952
global placement | 0.702 | 24.7 | 103 | 0.695 | 0.964
floorplan | 0.649 | - | 45 | 0.587 | 1.20
metal layers:
metal	global-route usage [%]	vias up	share of wire, %
li1	-	200	-
met3	1.82	0	6.2
met2	6.10	10	49
met5	0	-	0
met1	5.06	201	45
met4	0.704	0	0
layout by cell type, fill, tap and decap left out, types with 2 or more instances in the layout:
cell,n
sky130_fd_sc_hd__clkbuf_4,3
sky130_fd_sc_hd__inv_1,4
sky130_fd_sc_hd__mux2i_1,2
sky130_fd_sc_hd__ha_1,7
sky130_fd_sc_hd__nor2_1,3
sky130_fd_sc_hd__clkdlybuf4s50_1,12
sky130_fd_sc_hd__and2_1,3
sky130_fd_sc_hd__o22ai_1,2
sky130_fd_sc_hd__edfxtp_1,14
state kept, by name, summed over array words and instances, names as in the netlist:
register and cells:
data 8, bitpos 3, state 2, tx 1
worst paths after layout:
kind,slack (ns),to,cells after the start,from
worst min register to register,0.72,bitpos[0],1,bitpos[0]
worst min-delay path,0.72,bitpos[0],1,bitpos[0]
worst max-delay path,0.65,tx_busy,4,state[0]
worst max register to register,0.96,state[0],5,state[0]
final cells by class:
| class | instances | area, sq um | share of cell area (%) |
|---|---|---|---|
| Inverter | 4 | 15.0 | 1.72 |
| Multi-Input combinational cell | 27 | 231 | 26.6 |
| Tap cell | 46 | 57.6 | 6.61 |
| Timing Repair Buffer | 12 | 120 | 13.8 |
| Clock inverter | 1 | 3.75 | 0.431 |
| Clock buffer | 3 | 22.5 | 2.59 |
| Sequential cell | 14 | 420 | 48.3 |
report_power, final:
| part | switching (mW) | leakage, nW | total (mW) | internal, mW |
|---|---|---|---|---|
| sequential | 0.0524 | 0.132 | 0.391 | 0.338 |
| combinational | 0.150 | 0.176 | 0.306 | 0.156 |
| clock | 0.0590 | 0.0154 | 0.111 | 0.0515 |
Power figures rest on the tool's default switching activity, not on a simulated workload.
